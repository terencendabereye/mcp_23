===== /design/flow/design.v =====
module alu 
  #(
    parameter integer word_len = 16,
    parameter integer op_len = 16
    ) (
    input [(word_len-1):0] x, y,
    input [op_len-1:0] operation,
    output reg [word_len-1:0] ans,
    output reg did_overflow,
    is_negative,
    is_zero
);
    initial begin
        ans = 0;
        did_overflow  = 0;
    end
    always @(*) begin
        case (operation)
          0: begin  
            {did_overflow,ans} = x+y;
          end
          1: begin  
            {did_overflow,ans} = x-y;
          end
          2: begin  
            ans = x & y;
          end
          3: begin  
            ans = x | y;
          end
          4: begin  
            ans = x ^ y;
          end
          5: begin  
            ans = ~ x;
          end
          default: begin
            ans = x ^ y;
          end
        endcase
      is_zero = (ans == ({word_len{1'b0}}))? 1'b1: 1'b0;
      is_negative = (ans[word_len-1] == 1)? 1'b1: 1'b0;
    end
endmodule

===== /design/flow/config.mk =====
export PLATFORM = sky130hd
export DESIGN_NAME = alu
export DESIGN_NICKNAME = alu
export VERILOG_FILES = /design/flow/design.v
export SDC_FILE = /design/flow/constraint.sdc
export NUM_CORES = 4
export LEC_CHECK = 1
export CORE_UTILIZATION = 30

===== /design/flow/constraint.sdc =====
current_design alu

set clk_period 16.9
set clk_io_pct 0.2

create_clock -name clk0 -period $clk_period

set non_clock_inputs [all_inputs -no_clocks]
set_input_delay [expr $clk_period * $clk_io_pct] -clock clk0 $non_clock_inputs
set_output_delay [expr $clk_period * $clk_io_pct] -clock clk0 [all_outputs]

===== /design/flow/run.sh =====
#!/bin/bash
# OpenROAD 26Q1-2900-gdf79404cd8, Yosys 0.63+post, stock flow scripts
make -C /OpenROAD-flow-scripts/flow DESIGN_CONFIG=/design/flow/config.mk WORK_HOME=/design/flow/orfs finish

==> flow_summary.ini <==
; flow metrics
[timing]
final-hold-violation-count = 0
untimed_endpoints = 2
finalClockPeriodUsage_pct = 63.4
period_minus_slack_ns = 10.72
setup_violations = 0
relSlewSlack_pct = 38.1
fmax_mhz = 93.3
unclocked_regs = 1
rsz0062_at_grt = false
tns_ns = 0
tightest_slew_ns = 0.925
hold_slack_ns = 8.02
maxSlewViolCount = 0

[worst_hold_path]
worstHoldPathType = in -> out
hp-start = x[0]

[drt]
dr.pass1.iters = 5
viasPerCell = 5.76
drt-initial-drc-count = 339
vias = 3510
wl_mm = 10.5
drc = 0
n_antenna_cell = 0
wire_per_inst_um = 17.2
ant_nets = 0

[synthesis]
synthesis.area_um2 = 2940
synth_cell_types = 67
synthFlopType = dlxtn_1
ys_ff = 1
top_cell_area_share_pct = 21.7
synthAdderAreaFrac_pct = 23.1
synthXorXnorAreaFrac_pct = 1.19
synthTopLogicFamily = AND-OR/OR-AND gates
syn_inst = 439
ys_sh_simple_pct = 27.1
yosys-stat-area_um2 = 2940
synth-edff-count = 0
avgSynthCellArea_um2 = 6.70
yosysTopAreaCell = ha_1
mux_area_share_pct = 1.70
async_reset_ff_share_pct = 0
post_synth_ao_oa_area_fraction_pct = 35.8
yosysCellCount = 439
synthTopCellsByCount = ha_1 (51), inv_1 (51), nor2_1 (38)
ys_warn_count = 1
yosys-top-cells-area = ha_1 (22%), inv_1 (6.5%), a21oi_1 (5.4%)

[floorplan]
num_rows = 35
fp_util_pct = 31.4
io_pins = 67
core_area_um2 = 9370
fp.dieW_um = 101
die_area_um2 = 10200
floorplan.die.height_um = 101

[global_route]
grt_max_degree = 44
grt_pass1_wl_mm = 16.4
grt_overflow_total = 0
grt_pass1_vias = 3163
track_usage_pct = 20.7
antenna_found_initial = 0

[finish]
fin_util_pct = 39.1
drive_above_1_share_pct = 3.33
largest_reg_flops = 1
final_area_um2 = 3660
syn_to_final_growth_pct = 24.6

[run]
warnings = 67
maxCapViolations = 0

[power_and_ir_drop]
peakVddDrop_v = 0.0000126
leakage_nw = 1.50
p_per_area_nw_per_um2 = 27.0

[critical_path]
path_common_cell = clkdlybuf4s50_1
crit_chain = clkdlybuf4s50_1, ha_1, fa_1, a211oi_1, o21bai_1, o31a_1, mux2i_1, a211o_1, or4_1, nor4_2, nand4b_1, nor3_2, clkdlybuf4s50_1
critPathArrivalTime_ns = 7.34
cp-end-kind = output pin
crit_start = y[0]
slowest_delay_ns = 0.55
cp_num_buf_inv = 2
cp-start-kind = input pin
crit_required_ns = 13.52
worstPathMaxFanout = 4
critical-path-top-delay-family = AND-OR/OR-AND gates
crit_type = in -> out
slowest_stage = or4_1

[placement]
port_buffers = 67
place_area_um2 = 3660
globalplace.congestion = 0.929
dp_hpwl_mm = 8.24

[clocking]
postCtsResizedCells = 0
hold_buffers = 0
post-cts-setup-buffers = 0

[outcome]
status = finished clean
routing by layer:
metal  up-vias  global-route usage [%]  part of all wire, %
met4         0                    3.46                  1.8
met2       160                    34.0                   46
met3        17                    1.55                  7.6
met5         -                       0                    0
met1      1622                    30.1                   45
li1       1711                       -                    -
per-stage QoR:
stage                     setup slack [ns]  cells  total power (W)
after floorplan                       7.60    439        0.0000580
after global routing                  5.97    609         0.000108
after global placement                6.18    609        0.0000975
after CTS                             6.16    609        0.0000980
final                                 6.18    609        0.0000991
after detailed placement              6.16    609        0.0000974
cells by family after synthesis:
logic type | Yosys count
AOI/OAI and AO/OA | 149
xor gates and xnor gates | 4
adders and majority gates | 53
buffers and inverters | 79
latches | 1
muxes | 5
and+or+nand+nor | 148
layout make-up:
cell class                      count  area, um2
Fill cell                        1004       5710
Inverter                           51        191
Multi-Input combinational cell    359       2610
Sequential cell                     1       15.0
Tap cell                          129        161
Timing Repair Buffer               69        686
power breakdown:
group	leakage, nW	switching, W	internal (W)
Clock	0	0	0
Combinational	1.49	0.0000544	0.0000443
Sequential	0.00799	0.0000000684	0.000000379
Total	1.50	0.0000544	0.0000447
final timing paths:
path,slack (ns),cells after the start,end
setup / recovery,6.18,13,is_zero
hold / removal,8.02,4,ans[0]
placed cells by master (no fill, tap or decap), types with 3 or more instances in the layout:
cell type	count
clkdlybuf4s50_1	67
ha_1	51
a211o_1	6
nor3_1	20
nor2b_1	3
nor2_1	38
nor4_1	4
a31oi_1	3
a211oi_1	13
o31ai_1	3
mux2i_1	5
o32ai_1	3
inv_1	51
o221ai_1	7
a21oi_1	32
nand2b_1	5
or3_1	3
o22ai_1	5
o21ai_0	29
xnor2_1	4
nand4_1	4
nand3_1	15
o21bai_1	6
nand4b_1	3
o211ai_1	6
nand2_1	31
or4_1	5
o221a_2	3
a221oi_1	4
a21o_1	3
Power is estimated from default activity; no workload was simulated.
