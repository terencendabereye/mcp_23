File: flow/run.sh
#!/bin/bash
# OpenROAD 26Q1-2900-gdf79404cd8, Yosys 0.63+post, stock flow scripts
make -C /OpenROAD-flow-scripts/flow DESIGN_CONFIG=/design/flow/config.mk WORK_HOME=/design/flow/orfs finish
File: flow/config.mk
export PLATFORM = sky130hd
export DESIGN_NAME = control_unit
export DESIGN_NICKNAME = control_unit
export VERILOG_FILES = /design/flow/design.v
export SDC_FILE = /design/flow/constraint.sdc
export NUM_CORES = 4
export LEC_CHECK = 1
export CORE_AREA = 10 10 107 107
export DIE_AREA = 0 0 117 117
File: flow/constraint.sdc
current_design control_unit

set clk_period 3.1
set clk_io_pct 0.2

create_clock -name clk0 -period $clk_period [get_ports {clk}]

set non_clock_inputs [all_inputs -no_clocks]
set_input_delay [expr $clk_period * $clk_io_pct] -clock clk0 $non_clock_inputs
set_output_delay [expr $clk_period * $clk_io_pct] -clock clk0 [all_outputs]
File: flow/design.v
module control_unit #(
    parameter addr_len = 16
) (
    input clk,
    output reg [addr_len-1:0] mem_addr,
    output reg mem_enable, mem_write,
    input [15:0] mem_data,
    output reg mov_enable,
    output reg [3:0] reg_addr_from,
    output reg [3:0] reg_addr_to,
    output reg [15:0] operand    
);
    reg [15:0] current_addr;
    reg [15:0] hold[4:0];
    integer state;
    initial begin
        operand = 0;
        mem_addr = 0;
        mem_enable = 1;
        mem_write = 0;
        mov_enable = 0;
        state = 0;
        for (integer i=0; i<4; i=i+1) begin 
            hold[i] = 8'h0;
        end
    end
    always @(posedge clk) begin
        mov_enable = 0;
        operand = 0;
        if (state) begin  
            case (state)
                1: begin  
                    operand <= mem_data;
                    mov_enable <= 1;
                    state <= 0;
                    mem_addr <= mem_addr + 1;
                end
            endcase
        end else begin
            case (mem_data[15:8]) 
                1: begin  
                    reg_addr_from <= 4'ha;
                    reg_addr_to <= mem_data[3:0];
                    state <= 1;
                    mem_addr <= mem_addr + 1;
                end
                2: begin  
                    reg_addr_from <= mem_data[7:4];  
                    reg_addr_to <= mem_data[3:0];  
                    mov_enable <= 1;
                    mem_addr <= mem_addr + 1;
                end
                8'h10,
                8'h11,
                8'h12,
                8'h13,
                8'h14,
                8'h15: begin  
                    reg_addr_from <= 4'hd;
                    reg_addr_to <= mem_data[3:0];  
                    mov_enable <= 1;
                    operand = mem_data[11:8];  
                    mem_addr <= mem_addr + 1;
                end
                8'h3: begin  
                end
                8'h4: begin  
                end
                8'h5: begin  
                end
                8'h6: begin  
                end
                default: begin
                    mem_addr <= mem_addr + 1;
                end
            endcase
        end
    end
endmodule
==> results.py <==
# Auto-generated metrics
metrics = {
    "setup_path": {
        "critPathTopFamily": "simple AND/OR/NAND/NOR gates",
        "endpoint_kind": "flip-flop",
        "r2r_setup_slack_ns": 1.55,
        "crit_buf_inv": 1,
        "slowest_stage": "clkdlybuf4s50_1",
        "rr_worst_depth": 3,
        "r2r_start": "state[0]",
        "crit_chain": "clkdlybuf4s50_1 > or4b_4 > or3_1 > a21o_1",
        "critPathMaxFanout": 8,
        "critPathMaxStageDelay_ns": 0.63,
        "arrival_ns": 2.26,
        "cp.required_ns": 3.15,
        "setup.worst_path.class": "in -> reg",
        "r2r-end": "mem_addr[13]",
        "startpoint_type": "input pin",
    },
    "route": {
        "drt.antenna.violating_nets": 0,
        "wire_per_inst_um": 13.7,
        "routed_via_density": 3.90,
        "drc": 0,
        "first_iter_violations": 47,
        "drtPass1Iterations": 4,
        "wl_um": 4210,
        "via_count": 1196,
        "antenna_cells": 0,
    },
    "yosys": {
        "area_leaders": "edfxtp_1 45%, dfxtp_1 20%, xnor2_1 6.8%",
        "edf_count": 25,
        "yosysTopAreaCell": "edfxtp_1",
        "syn_inst": 135,
        "ys_top_cells_by_count": "25 x edfxtp_1, 17 x dfxtp_1, 13 x xnor2_1",
        "yosysWarnings": 1,
        "flop_cell": "edfxtp_1",
        "ys_seq_share_pct": 65.0,
        "most_common_cell": "edfxtp_1",
        "ys_cells": 135,
        "top_cell_area_share_pct": 44.7,
        "ys.flops": 42,
        "synth.distinct_cells": 27,
        "synthesis.area_um2": 1680,
        "synth.avg_cell_area_um2": 12.4,
        "async_reset_ff_share_pct": 0,
        "synth_chip_area_um2": 1680,
    },
    "placement": {
        "port-buffer-count": 57,
        "dpl_cell_area_um2": 2370,
        "placed_cells": 299,
        "hpwlAfterDp_um": 3340,
        "gp_congestion": 0.854,
    },
    "global_routing": {
        "grt_pass1_vias": 1155,
        "grt_pass1_wl_um": 6190,
        "overflow": 0,
        "track_usage_pct": 5.89,
        "grt.met1_usage_pct": 7.88,
        "met3_usage_pct": 2.37,
        "grtUsageMet2_pct": 9.26,
        "antenna_found_initial": 0,
        "grt_busiest_layer": "met2",
        "grt_max_degree": 22,
    },
    "pwr": {
        "seqPwrFrac_pct": 54.4,
        "power_density_nw_per_um2": 596,
        "p_clk_share_pct": 26.9,
        "p_leak_nw": 0.883,
        "switching_share_pct": 23.9,
        "p_int_mw": 1.12,
        "ir_drop_uv": 188,
        "p_comb_share_pct": 18.7,
        "power_switching_uw": 352,
    },
    "worst_hold_path": {
        "hold_depth": 1,
        "hold_path_class": "reg -> reg",
        "hp-start": "mem_addr[15]",
        "holdPathEnd": "mem_addr[15]",
    },
    "final_layout": {
        "synthToLayoutAreaGrowth_pct": 47.2,
        "fillCellCount": 972,
        "drive_above_1_share_pct": 7.14,
        "finalInstanceArea_um2": 2470,
        "final_core_util_pct": 26.9,
        "final_cells": 307,
        "ff_latch_area_um2": 1090,
        "final-comb-area_um2": 532,
    },
    "cts": {
        "cts_setup_buffers": 0,
        "cts_buffer_depth": 2,
        "clk_pin_slew_ns": 0.08,
        "clock_latency_ns": 0.29,
        "htreeDepth": 2,
        "cts_tree": "done",
        "cts_root_buffer": "clkbuf_8",
        "cts.sinks": 42,
        "cts_hold_buf": 0,
        "post_cts_resized": 0,
        "numCtsBuffers": 5,
    },
    "sta": {
        "rsz0062_at_grt": "false",
        "finalCriticalPeriod_ns": 2.21,
        "tns_ns": 0,
        "period_used_pct": 71.2,
        "fin_skew_ns": 0.00524,
        "fmax_mhz": 453,
        "setup_viol": 0,
        "worst_pin_slew_ns": 0.624,
        "maxSlewHeadroom_pct": 58.4,
        "drv_slew": 0,
        "hold_viol_final": 0,
    },
    "floorplanning": {
        "num_rows": 35,
        "fp.dieW_um": 117,
        "pin_count": 60,
        "dieArea_um2": 13700,
        "fp-utilization_pct": 18.3,
        "die_h_um": 117,
        "coreArea_um2": 9200,
    },
    "run": {
        "tool_warnings": 25,
        "maxCapViolations": 0,
    },
    "status": {
        "outcome": "finished clean",
    },
}
[logic make-up (layout without fill, tap and decap cells)]
| family | Yosys count | after routing | share of synthesized area (%) |
|---|---|---|---|
| simple gates | 53 | 53 | 17.4 |
| flops | 42 | 42 | 65.0 |
| xor+xnor | 16 | 16 | 8.35 |
| compound gates | 11 | 11 | 4.69 |
| buf+inv | 10 | 71 | 3.35 |
| other cells | 2 | 2 | 0.447 |
| fa+ha+maj | 1 | 1 | 0.745 |
[routing by layer]
layer / wire length, um / up-vias
li1: - / 588
met3: 420 / 2
met2: 1920 / 39
met5: 0 / -
met4: 12 / 0
met1: 1860 / 567
[metrics by stage]
step	power [mW]	hold slack, ns	setup WS, ns
3_3_place_gp	1.09	0.571	0.623
4_1_cts	1.51	0.599	0.910
3_5_place_dp	1.10	0.579	0.585
5_1_grt	1.56	0.606	0.854
2_1_floorplan	0.867	0.527	0.964
6_report	1.47	0.593	0.892
[power by group through the flow]
stage | logic [mW] | registers, mW | clock network (mW)
after CTS | 0.283 | 0.803 | 0.421
after global routing | 0.301 | 0.822 | 0.441
final | 0.275 | 0.802 | 0.397
[registers in the layout, summed over array words and instances, names as in the netlist]
name,count
mem_addr,16
mov_enable,1
reg_addr_from,4
reg_addr_to,4
state,1
operand,16
[how the worst max path moves through the flow]
stage	cells after the start	start	to	slack, ns
4_1_cts	4	mem_data[9]	reg_addr_from[1]	0.91
6_report	4	mem_data[9]	reg_addr_from[1]	0.89
5_1_grt	4	mem_data[9]	reg_addr_from[1]	0.85
[cell type report]
cell class	instances	area share, %
inverter	3	0.456
timing repair buffer	60	24.0
clock buffer	7	3.95
tap	111	5.62
clock inverter	1	0.304
sequential	42	44.2
multi-input combinational	83	21.5
[placed cells by master, fill, tap and decap left out, types with 5 or more instances in the layout]
cell type         n
and2_1           11
clkbuf_8          5
clkdlybuf4s50_1  57
dfxtp_1          17
edfxtp_1         25
nand2_1           8
nand3_1           9
nor2_1           10
xnor2_1          13
Power figures rest on the tool's default switching activity, not on a simulated workload.
